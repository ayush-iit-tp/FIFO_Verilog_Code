==> design/flow/design.v <==
module asynchronous_fifo #(parameter DEPTH = 8, DATA_WIDTH = 8) (
    input wclk, wrst_n, rclk, rrst_n,           
    input w_en, r_en,                          
    input [DATA_WIDTH-1:0] data_in,            
    output [DATA_WIDTH-1:0] data_out,          
    output full, empty                         
);
    parameter PTR_WIDTH = $clog2(DEPTH);        
    wire [PTR_WIDTH:0] g_wptr_sync, g_rptr_sync;  
    wire [PTR_WIDTH:0] b_wptr, g_wptr, b_rptr, g_rptr;
    synchronizer #(PTR_WIDTH) sync_wptr (rclk, rrst_n, g_wptr, g_wptr_sync);
    synchronizer #(PTR_WIDTH) sync_rptr (wclk, wrst_n, g_rptr, g_rptr_sync);
    wptr_handler #(PTR_WIDTH) wptr_h (wclk, wrst_n, w_en, g_rptr_sync, b_wptr, g_wptr, full);
    rptr_handler #(PTR_WIDTH) rptr_h (rclk, rrst_n, r_en, g_wptr_sync, b_rptr, g_rptr, empty);
    fifo_mem #(DEPTH, DATA_WIDTH, PTR_WIDTH) fifom (wclk, w_en, rclk, r_en, b_wptr, b_rptr, data_in, data_out);
endmodule
module fifo_mem #(parameter DEPTH = 8, DATA_WIDTH = 8, PTR_WIDTH = 3) (
    input wclk, w_en, rclk, r_en,                
    input [PTR_WIDTH:0] b_wptr, b_rptr,          
    input [DATA_WIDTH-1:0] data_in,              
    output reg [DATA_WIDTH-1:0] data_out         
);
    reg [DATA_WIDTH-1:0] fifo [0:DEPTH-1];  
    always @(posedge wclk) begin
        if (w_en)
            fifo[b_wptr[PTR_WIDTH-1:0]] <= data_in;  
    end
    assign data_out = fifo[b_rptr[PTR_WIDTH-1:0]];  
endmodule
module rptr_handler #(parameter PTR_WIDTH = 3) (
    input rclk, rrst_n, r_en,                 
    input [PTR_WIDTH:0] g_wptr_sync,          
    output reg [PTR_WIDTH:0] b_rptr, g_rptr,  
    output reg empty                          
);
    reg [PTR_WIDTH:0] b_rptr_next, g_rptr_next;  
    wire rempty;                                
    assign b_rptr_next = b_rptr + (r_en & !empty);
    assign g_rptr_next = (b_rptr_next >> 1) ^ b_rptr_next;
    always @(posedge rclk or negedge rrst_n) begin
        if (!rrst_n) begin
            b_rptr <= 0;   
            g_rptr <= 0;   
        end else begin
            b_rptr <= b_rptr_next;  
            g_rptr <= g_rptr_next;  
        end
    end
    assign rempty = (g_wptr_sync == g_rptr_next);
    always @(posedge rclk or negedge rrst_n) begin
        if (!rrst_n)
            empty <= 1;  
        else
            empty <= rempty;  
    end
endmodule
module synchronizer #(parameter WIDTH = 3) (
    input clk,            
    input rst_n,          
    input [WIDTH:0] d_in,  
    output reg [WIDTH:0] d_out  
);
    reg [WIDTH:0] q1;  
    always @(posedge clk) begin
        if (!rst_n) begin
            q1 <= 0;         
            d_out <= 0;      
        end else begin
            q1 <= d_in;      
            d_out <= q1;     
        end
    end
endmodule
module wptr_handler #(parameter PTR_WIDTH = 3) (
    input wclk, wrst_n, w_en,                 
    input [PTR_WIDTH:0] g_rptr_sync,          
    output reg [PTR_WIDTH:0] b_wptr, g_wptr,  
    output reg full                           
);
    reg [PTR_WIDTH:0] b_wptr_next, g_wptr_next;  
    wire wfull;                                
    assign b_wptr_next = b_wptr + (w_en & !full);
    assign g_wptr_next = (b_wptr_next >> 1) ^ b_wptr_next;
    always @(posedge wclk or negedge wrst_n) begin
        if (!wrst_n) begin
            b_wptr <= 0;   
            g_wptr <= 0;   
        end else begin
            b_wptr <= b_wptr_next;  
            g_wptr <= g_wptr_next;  
        end
    end
    assign wfull = (g_wptr_next == {~g_rptr_sync[PTR_WIDTH:PTR_WIDTH-1], g_rptr_sync[PTR_WIDTH-2:0]});
    always @(posedge wclk or negedge wrst_n) begin
        if (!wrst_n)
            full <= 0;  
        else
            full <= wfull;  
    end
endmodule
==> design/flow/run.sh <==
#!/bin/bash
# OpenROAD 26Q1-2900-gdf79404cd8, Yosys 0.63+post, stock flow scripts
make -C /OpenROAD-flow-scripts/flow DESIGN_CONFIG=/design/flow/config.mk WORK_HOME=/design/flow/orfs finish
==> design/flow/config.mk <==
export PLATFORM = sky130hd
export DESIGN_NAME = asynchronous_fifo
export DESIGN_NICKNAME = asynchronous_fifo
export VERILOG_FILES = /design/flow/design.v
export SDC_FILE = /design/flow/constraint.sdc
export NUM_CORES = 4
export LEC_CHECK = 1
export CORE_UTILIZATION = 50
==> design/flow/constraint.sdc <==
current_design asynchronous_fifo

set clk_period 4.3
set clk_io_pct 0.2

create_clock -name clk0 -period $clk_period [get_ports {rclk}]
create_clock -name clk1 -period $clk_period [get_ports {wclk}]

set non_clock_inputs [all_inputs -no_clocks]
set_input_delay [expr $clk_period * $clk_io_pct] -clock clk0 $non_clock_inputs
set_output_delay [expr $clk_period * $clk_io_pct] -clock clk0 [all_outputs]
==> impl_table.tex <==
% Synthesis and place-and-route results
\begin{tabular}{lr}
\hline
Metric & Value \\
\hline
\multicolumn{2}{l}{\textbf{Global routing}} \\
Number of global-route vias before repair & 1818 \\
Global-route wire length before repair & 8850 um \\
Antenna violations before repair & 0 \\
GRT overflow & 0 \\
Largest net degree at the start of global routing & 17 \\
Total track usage & 17.8\% \\
\multicolumn{2}{l}{\textbf{Power}} \\
Internal power contribution & 0.00208 W \\
Power per cell area & 676 nW/um2 \\
Leakage Power & 1.49 nW \\
Clock network fraction of total power & 22.8\% \\
Sequential share of power & 46.1\% \\
Switching share of power & 27.3\% \\
Logic pwr share & 31.2\% \\
IR Drop Worst-Case VDD & 0.000492 V \\
Net Sw Power & 0.000782 W \\
Total design power & 0.00286 W \\
\multicolumn{2}{l}{\textbf{Run}} \\
Number of max-cap violations & 0 \\
Warning total across the stage logs & 27 \\
\multicolumn{2}{l}{\textbf{Final timing}} \\
Unrepaired setup endpoints after global routing & false \\
Final Hold Vio Count & 0 \\
Number of pins with negative max-slew slack in the final report & 0 \\
Slew at the pin with the worst max-slew slack & 0.643 ns \\
Final setup TNS & 0 ns \\
Worst-case headroom to the max-slew limit & 57.1\% \\
Clock tree skew after final layout & 0.00422 ns \\
Number of setup violations in the final report & 0 \\
Final-layout worst hold slack & 0.350 ns \\
\multicolumn{2}{l}{\textbf{Synth}} \\
Post-synth EDFFs & 64 \\
Most instantiated cells after synthesis & sky130\_fd\_sc\_hd\_\_edfxtp\_1 (64), sky130\_fd\_sc\_hd\_\_and2\_1 (16), sky130\_fd\_sc\_hd\_\_dfxtp\_1 (16), sky130\_fd\_sc\_hd\_\_mux4\_2 (16), sky130\_fd\_sc\_hd\_\_dfrtp\_1 (15) \\
Yosys cell types & 25 \\
Post-synth top area share & 53.5\% \\
Total standard cell area after synthesis & 3590 um2 \\
Top area cells in the synthesized netlist & sky130\_fd\_sc\_hd\_\_edfxtp\_1 (53\%), sky130\_fd\_sc\_hd\_\_dfrtp\_1 (10\%), sky130\_fd\_sc\_hd\_\_mux4\_2 (10\%) \\
Gate count of the mapped netlist & 192 \\
Async SR Flop Fraction & 16.7\% \\
Part of the Yosys area used for sequential elements & 73.6\% \\
Primary FF master, synth & sky130\_fd\_sc\_hd\_\_edfxtp\_1 \\
Synthesis area per yosys & 3590 um2 \\
Count of synthesis-stage warnings from yosys & 9 \\
Post-synth regs & 96 \\
Mean Syn Cell Area & 18.7 um2 \\
\# Cells Yosys & 192 \\
Area leader, netlist & sky130\_fd\_sc\_hd\_\_edfxtp\_1 \\
Post-synthesis cell type with the largest instance count & sky130\_fd\_sc\_hd\_\_edfxtp\_1 \\
\multicolumn{2}{l}{\textbf{Clock tree}} \\
Count of cells resized by post-cts repair & 0 \\
Clock tree from TritonCTS & built \\
Hold-fix buffers at CTS & 0 \\
Sink count of the clock tree & 96 \\
Clk pin slew, worst setup/hold paths & 0.08 ns \\
Total setup buffers inserted after CTS & 0 \\
\multicolumn{2}{l}{\textbf{Worst setup path}} \\
Peak fanout along the critical path & 16 \\
Register-to-Register Setup Slack & 2.48 ns \\
Worst R2R Start & wptr\_h.b\_wptr[0] \\
Worst path slowest cell & sky130\_fd\_sc\_hd\_\_dfrtp\_1 \\
Arrival time of the worst setup path & 2.22 ns \\
Count of buffering cells on the critical path with inverters included & 2 \\
Worst reg-to-reg path cell count & 6 \\
Dominant delay contributor by cell family on the critical path & flip-flops \\
Critical R2R Capture & wptr\_h.full \\
Kind of critical path & register to primary output \\
Type of element launching the critical path & register \\
Delay of the slowest critical-path stage & 0.75 ns \\
Cell Chain, Critical Path & buf\_4 > mux4\_2 > mux2\_2 > clkdlybuf4s50\_1 \\
Required time of the critical path & 3.44 ns \\
Endpoint kind of the worst setup timing path & primary output \\
\multicolumn{2}{l}{\textbf{Placed design}} \\
Weighted congestion at the end of routability-driven global placement & 0.785 \\
HPWL reported at the end of detailed placement & 3570 um \\
IO buf count & 22 \\
\multicolumn{2}{l}{\textbf{Outcome}} \\
Status & completed \\
\multicolumn{2}{l}{\textbf{Hold path}} \\
Number of cells on the worst hold path & 1 \\
Worst Hold Endpoint & sync\_rptr.q1[2] \\
Min-Delay Path Class & register to register \\
HP Start & rptr\_h.g\_rptr[2] \\
\multicolumn{2}{l}{\textbf{Floorplanning}} \\
Die Size & 7530 um2 \\
Starting utilization of the core area & 52.3\% \\
Die height & 86.8 um \\
Core region area & 6870 um2 \\
Width of the chip & 86.8 um \\
Top-Level Pins & 24 \\
Row Count & 30 \\
\multicolumn{2}{l}{\textbf{Finish}} \\
Share of cells above drive strength 1 & 22.6\% \\
Register area & 2640 um2 \\
Area Overhead vs Synth & 17.7\% \\
Combinational gate area & 912 um2 \\
\# fillers & 491 \\
\multicolumn{2}{l}{\textbf{Drt}} \\
Overall via count from detail\_route & 1681 \\
Total inserted antenna cells & 0 \\
Drc violations & 0 \\
Drt first pass iters & 2 \\
Final ANT Viol Nets & 0 \\
Detail-routed net length per standard cell & 16.3 um \\
Number of DRC violations after detailed-routing iteration 0 & 36 \\
Avg Vias per Cell & 5.02 \\
Routed WL & 5460 um \\
\hline
\end{tabular}
[registers in the layout, indices dropped and copies added, names as in the netlist]
register,flops
rptr_h.empty,1
wptr_h.g_wptr,3
rptr_h.b_rptr,4
wptr_h.b_wptr,4
wptr_h.full,1
fifom.fifo,64
sync_rptr.q1,4
sync_wptr.d_out,4
sync_wptr.q1,4
sync_rptr.d_out,4
rptr_h.g_rptr,3
[area by class of cell]
type / count / share of cell area (%)
Clock buffer: 13 / 4.23
Clock inverter: 7 / 1.66
Inverter: 2 / 0.178
Multi-Input combinational cell: 89 / 21.6
Sequential cell: 96 / 62.5
Tap cell: 96 / 2.84
Timing Repair Buffer: 32 / 6.98
[how the worst max path moves through the flow]
stage,start,endpoint,slack [ns],cells past startpoint
final,rptr_h.b_rptr[1],data_out[4],1.22,4
after global routing,rptr_h.b_rptr[1],data_out[6],1.08,4
after CTS,rptr_h.b_rptr[1],data_out[4],1.18,4
[through the flow]
step	cells	utilization [%]	setup WS (ns)	area, um2
2_1_floorplan	192	-	1.95	3590
3_3_place_gp	315	57.9	1.46	3980
3_5_place_dp	315	57.9	1.45	3980
4_1_cts	335	61.5	1.18	4230
5_1_grt	335	61.5	1.08	4230
6_report	335	61.5	1.22	4230
[routing by layer]
metal / vias up / share of wire (%) / global-route usage [%]
met5: - / 0 / 0
met4: 0 / 0.95 / 2.73
met3: 7 / 7.1 / 7.05
met2: 40 / 52 / 29.2
met1: 838 / 40 / 25.3
li1: 796 / - / -
[layout by cell type (no fill, tap or decap)]
cell type                         instances
sky130_fd_sc_hd__a21oi_1                  1
sky130_fd_sc_hd__a22oi_1                  1
sky130_fd_sc_hd__and2_1                  16
sky130_fd_sc_hd__and4b_1                  1
sky130_fd_sc_hd__buf_4                   10
sky130_fd_sc_hd__bufinv_16                1
sky130_fd_sc_hd__clkbuf_8                13
sky130_fd_sc_hd__clkdlybuf4s50_1         22
sky130_fd_sc_hd__clkinv_1                 2
sky130_fd_sc_hd__clkinvlp_4               2
sky130_fd_sc_hd__dfrtp_1                 15
sky130_fd_sc_hd__dfstp_2                  1
sky130_fd_sc_hd__dfxtp_1                 16
sky130_fd_sc_hd__edfxtp_1                64
sky130_fd_sc_hd__ha_1                     4
sky130_fd_sc_hd__inv_1                    2
sky130_fd_sc_hd__inv_6                    2
sky130_fd_sc_hd__mux2_2                   8
sky130_fd_sc_hd__mux4_2                  16
sky130_fd_sc_hd__nand2_1                  3
sky130_fd_sc_hd__nand2b_1                 2
sky130_fd_sc_hd__nand3_1                  4
sky130_fd_sc_hd__nor2_1                   6
sky130_fd_sc_hd__nor2b_1                  3
sky130_fd_sc_hd__nor3_1                   2
sky130_fd_sc_hd__or2b_1                   1
sky130_fd_sc_hd__or3_1                    2
sky130_fd_sc_hd__xnor2_1                 12
sky130_fd_sc_hd__xnor2_2                  1
sky130_fd_sc_hd__xor2_1                   6
[power by group through the flow]
stage	Combinational [W]	Clock, W	Sequential [W]
after CTS	0.000913	0.000670	0.00132
after global routing	0.000977	0.000717	0.00134
final	0.000891	0.000651	0.00132
[cells by family (layout without fill, tap and decap cells)]
| group | Yosys count | in the layout | synth area share, % |
|---|---|---|---|
| AND/OR/NAND/NOR | 40 | 40 | 6.27 |
| flip-flops | 96 | 96 | 73.6 |
| AND-OR/OR-AND | 2 | 2 | 0.348 |
| multiplexers | 24 | 24 | 12.5 |
| buffers and inverters | 7 | 54 | 1.04 |
| adder cells (fa/ha/maj) | 4 | 4 | 1.39 |
| XOR/XNOR | 19 | 19 | 4.84 |
Power and IR drop assume default switching activity.
