==> ./design.v <==
module synchronous_fifo #(
    parameter DEPTH = 8,          
    parameter DATA_WIDTH = 8      
) (
    input clk,                    
    input rst_n,                  
    input w_en, r_en,             
    input [DATA_WIDTH-1:0] data_in,  
    output reg [DATA_WIDTH-1:0] data_out,  
    output full, empty            
);
    reg [$clog2(DEPTH)-1:0] w_ptr, r_ptr;    
    reg [DATA_WIDTH-1:0] fifo [DEPTH-1:0];  
    reg [$clog2(DEPTH):0] count;            
    always @(posedge clk) begin
        if (!rst_n) begin
            w_ptr <= 0;  
            r_ptr <= 0;  
            data_out <= 0;  
            count <= 0;  
        end else begin
            case ({w_en, r_en})  
                2'b00: count <= count;               
                2'b01: count <= count - 1'b1;        
                2'b10: count <= count + 1'b1;        
                2'b11: count <= count;               
            endcase
        end
    end
    always @(posedge clk) begin
        if (w_en & !full) begin  
            fifo[w_ptr] <= data_in;  
            w_ptr <= w_ptr + 1;      
        end
    end
    always @(posedge clk) begin
        if (r_en & !empty) begin  
            data_out <= fifo[r_ptr];  
            r_ptr <= r_ptr + 1;       
        end
    end
    assign full = (count == DEPTH);  
    assign empty = (count == 0);     
endmodule
==> ./run.sh <==
#!/bin/bash
# OpenROAD 26Q1-2900-gdf79404cd8, Yosys 0.63+post, stock flow scripts
make -C /OpenROAD-flow-scripts/flow DESIGN_CONFIG=/design/flow/config.mk WORK_HOME=/design/flow/orfs finish
==> ./config.mk <==
export PLATFORM = sky130hd
export DESIGN_NAME = synchronous_fifo
export DESIGN_NICKNAME = synchronous_fifo
export VERILOG_FILES = /design/flow/design.v
export SDC_FILE = /design/flow/constraint.sdc
export NUM_CORES = 4
export LEC_CHECK = 1
export CORE_AREA = 10 10 70 70
export DIE_AREA = 0 0 80 80
==> ./constraint.sdc <==
current_design synchronous_fifo

set clk_period 2.2
set clk_io_pct 0.2

create_clock -name clk0 -period $clk_period [get_ports {clk}]

set non_clock_inputs [all_inputs -no_clocks]
set_input_delay [expr $clk_period * $clk_io_pct] -clock clk0 $non_clock_inputs
set_output_delay [expr $clk_period * $clk_io_pct] -clock clk0 [all_outputs]
==> results_tabular.tex <==
% Yosys + OpenROAD metrics
\begin{tabular}{lr}
\hline
Metric & Value \\
\hline
\multicolumn{2}{l}{\textbf{Outcome}} \\
\quad Outcome & finished clean \\
\multicolumn{2}{l}{\textbf{Global routing}} \\
\quad Initial antenna violation count & 0 \\
\quad Global-route usage over all layers & 2.18\% \\
\quad Global-route wire length before repair & 1190 microns \\
\quad Largest net degree at the start of global routing & 7 \\
\quad Number of global-route vias before repair & 284 \\
\quad Total overflow reported by the global router & 0 \\
\multicolumn{2}{l}{\textbf{Setup path}} \\
\quad Worst R2R Setup Slack & 0.76 ns \\
\quad Required time of the critical path & 2.37 ns \\
\quad Delay contributed by the slowest stage of the critical path & 0.45 ns \\
\quad Cell breakdown of the critical path & clkdlybuf4s50\_1 -> inv\_1 -> ha\_1 -> inv\_1 -> ha\_1 -> a21oi\_2 -> a211oi\_2 -> a31oi\_1 -> mux2i\_1 \\
\quad Critical-path top delay cell & sky130\_fd\_sc\_hd\_\_clkdlybuf4s50\_1 \\
\quad Critical path class & primary input to register \\
\quad Endpoint of the most critical register-to-register path & count[3] \\
\quad Crit end category & register \\
\quad R2r startpoint & count[2] \\
\quad Worst endpoint data arrival time & 2.19 ns \\
\quad R2R depth & 5 \\
\quad Kind of start point of the critical path & primary input \\
\quad Top fanout value on the critical path & 4 \\
\multicolumn{2}{l}{\textbf{Drt}} \\
\quad Sum of met2 wire segment lengths after detailed routing & 402 microns \\
\quad Top layer reached by signal wires & met3 \\
\quad First-pass iteration count of the detailed router & 2 \\
\quad DRC Markers & 0 \\
\quad Via count & 253 \\
\quad DRT Wirelength & 655 microns \\
\quad Number of nets with antenna violations after routing & 0 \\
\quad Diode insertion count for antenna repair & 0 \\
\quad Detailed-routed wire length on met3 & 7 microns \\
\quad Routed length on met1 & 246 microns \\
\quad Vias per cell & 2.72 \\
\quad Number of DRC markers in iteration 0 & 4 \\
\quad Routed WL per cell & 7.04 microns \\
\multicolumn{2}{l}{\textbf{Clock network}} \\
\quad Master cell of the clock root buffer & sky130\_fd\_sc\_hd\_\_clkbuf\_4 \\
\quad Latest clock arrival within the worst-skew pair & 0.24 ns \\
\quad \# clock sinks & 4 \\
\quad Quantity of hold-fixing buffers added after cts & 0 \\
\quad TritonCTS clock tree & done \\
\quad Max H-tree Level & 1 \\
\quad Post-CTS setup buffer count & 0 \\
\quad Post-CTS sizing & 0 \\
\quad Clock buffers created by TritonCTS & 3 \\
\quad Buffers from clock root to sink, at most & 2 \\
\quad Clk pin slew, worst setup/hold paths & 0.04 ns \\
\multicolumn{2}{l}{\textbf{STA}} \\
\quad Post-route worst setup slack & 0.173 ns \\
\quad Number of failing setup endpoints in the final timing report & 0 \\
\quad Fin Clk Skew & 0.00445 ns \\
\quad Final clock period utilization by the worst path & 92.1\% \\
\quad Unrepaired setup endpoints after global routing & false \\
\quad Final count of hold timing violations & 0 \\
\quad Maximum frequency from static timing analysis & 493 MHz \\
\quad Final critical path time including I/O delays and setup & 2.03 ns \\
\quad Number of slew-limit violations in the final report & 0 \\
\multicolumn{2}{l}{\textbf{Die}} \\
\quad Overall die width & 80 microns \\
\quad Number of top-level pins & 22 \\
\quad Share of the core filled by cells before placement & 10.4\% \\
\quad Overall chip area & 6400 sq um \\
\quad Std-Cell Rows & 21 \\
\quad Placeable core region & 3420 sq um \\
\quad Vertical die size & 80 microns \\
\multicolumn{2}{l}{\textbf{Logic synthesis}} \\
\quad Distinct cells, synth & 21 \\
\quad Chip area estimate from yosys synthesis & 355 sq um \\
\quad Ys Warns & 23 \\
\quad Share of async-settable or async-resettable flops after synthesis & 0\% \\
\quad Share of Yosys cell area claimed by the top area cell type & 22.5\% \\
\quad Post-synthesis cell count & 38 \\
\quad Most used DFF post-synth & sky130\_fd\_sc\_hd\_\_dfxtp\_1 \\
\quad Total cells reported by yosys after synthesis & 38 \\
\quad Post-synthesis sequential area ratio & 22.5\% \\
\quad Post-synth tally of flip-flops with integrated enable & 0 \\
\quad Largest area contributor in the netlist & sky130\_fd\_sc\_hd\_\_dfxtp\_1 \\
\quad Synth Cell Area & 355 sq um \\
\quad Post-synth area hogs & sky130\_fd\_sc\_hd\_\_dfxtp\_1 (23\%), sky130\_fd\_sc\_hd\_\_buf\_4 (17\%), sky130\_fd\_sc\_hd\_\_ha\_1 (11\%), sky130\_fd\_sc\_hd\_\_buf\_12 (5.6\%), sky130\_fd\_sc\_hd\_\_fa\_1 (5.6\%) \\
\quad Flops after synth & 4 \\
\quad Average size of a mapped cell & 9.35 sq um \\
\multicolumn{2}{l}{\textbf{Place}} \\
\quad Setup Slack @ Placement & -0.0761 ns \\
\quad HPWL reported at the end of detailed placement & 551 microns \\
\quad IO buf count & 5 \\
\quad GPL Wtd Cong & 0.764 \\
\quad Number of cells in the design after placement & 90 \\
\multicolumn{2}{l}{\textbf{Hold path}} \\
\quad Terminating pin of the worst hold path & count[3] \\
\quad Class of the tightest hold or removal check & register to register \\
\quad Hold Startpoint & count[3] \\
\quad Hold Path Stages & 2 \\
\multicolumn{2}{l}{\textbf{Cells and area}} \\
\quad Largest register FFs & 4 \\
\quad Fraction of layout cells with a size suffix above 1 & 17.0\% \\
\quad Top Registers & count (4) \\
\quad Synthesis-to-layout area growth & 27.8\% \\
\quad Most numerous logic cells after layout & sky130\_fd\_sc\_hd\_\_conb\_1 (8), sky130\_fd\_sc\_hd\_\_clkdlybuf4s50\_1 (5), sky130\_fd\_sc\_hd\_\_dfxtp\_1 (4) \\
\quad Register bank with the most flops & count \\
\quad Final instance count without filler cells & 93 \\
\quad Filler cell count & 402 \\
\quad Final core occ & 13.3\% \\
\quad Commonest non-fill, non-tap cell in the layout & sky130\_fd\_sc\_hd\_\_conb\_1 \\
\multicolumn{2}{l}{\textbf{Pwr}} \\
\quad Reported leakage power & 0.185 nW \\
\quad Worst IR Drop VDD & 113 uV \\
\quad Power per cell area & 701 nW/um\^{}2 \\
\multicolumn{2}{l}{\textbf{Run}} \\
\quad Number of maximum-capacitance violations & 0 \\
\quad Total number of warnings across the stage logs & 33 \\
\hline
\end{tabular}
logic make-up after synthesis:
| logic type | Yosys count | share of synthesized area [%] |
|---|---|---|
| multiplexers | 2 | 5.63 |
| buffers and inverters | 11 | 24.6 |
| XOR/XNOR | 2 | 4.93 |
| flip-flops | 4 | 22.5 |
| other | 1 | 1.06 |
| AND-OR/OR-AND | 4 | 9.15 |
| adder cells (fa/ha/maj) | 4 | 16.2 |
| AND/OR/NAND/NOR | 10 | 15.8 |
metrics by stage:
stage	area (sq um)	TNS (ns)	hold slack, ns	total power (W)
6_report	454	0	0.495	0.000319
5_1_grt	454	0	0.543	0.000352
4_1_cts	454	0	0.496	0.000327
3_3_place_gp	432	-0.0457	0.466	0.000226
2_1_floorplan	382	0	0.454	0.000195
3_5_place_dp	432	-0.0761	0.479	0.000229
routing by layer:
layer / vias to the layer above / GRT usage (%)
met5: - / 0
met4: 0 / 0.880
met2: 6 / 3.93
li1: 129 / -
met1: 118 / 2.41
met3: 0 / 0.455
report_power, final:
group | switching (W) | leakage (nW) | internal, W
Combinational | 0.0000442 | 0.138 | 0.0000743
Clock | 0.0000321 | 0.0138 | 0.0000612
Sequential | 0.0000186 | 0.0332 | 0.0000881
Total | 0.0000949 | 0.185 | 0.000224
worst max path at each step:
stage / start / end / slack [ns] / cells past startpoint
final: r_en / count[3] / 0.17 / 9
after CTS: r_en / count[3] / 0.15 / 9
after global routing: r_en / count[3] / 0.03 / 9
synthesized netlist by cell type (2+ instances only):
master,instances
sky130_fd_sc_hd__mux2i_1,2
sky130_fd_sc_hd__xnor2_1,2
sky130_fd_sc_hd__and2_1,2
sky130_fd_sc_hd__dfxtp_1,4
sky130_fd_sc_hd__nand2_1,2
sky130_fd_sc_hd__inv_1,2
sky130_fd_sc_hd__buf_4,8
sky130_fd_sc_hd__ha_1,3
area by class of cell:
cell class | count | area (sq um) | share of cell area (%)
clock buffers | 3 | 22.5 | 4.96
inverters | 2 | 7.51 | 1.65
multi-input cells | 30 | 214 | 47.1
flip-flops and latches | 4 | 80.1 | 17.6
well taps | 46 | 57.6 | 12.7
repair buffers | 8 | 72.6 | 16.0
critical path: cells and delay by family:
| kind | cells | cell delay, ns |
|---|---|---|
| muxes | 1 | 0.21 |
| buffers and inverters | 3 | 0.60 |
| AOI/OAI and AO/OA | 3 | 0.48 |
| adders and majority gates | 2 | 0.45 |
Power figures rest on the tool's default switching activity, not on a simulated workload.
